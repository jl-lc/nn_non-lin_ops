[flow/design.v]
module varshift #(
  parameter WIDTH=64
) (
  input  logic varshift_lr,
  input  logic [WIDTH-1:0] varshift_i1, varshift_i2,
  output logic [WIDTH-1:0] varshift_o
);
  always_comb varshift_o = varshift_lr ? ($signed(varshift_i1) >>> $signed(varshift_i2)) : ($signed(varshift_i1) << $signed(varshift_i2));
endmodule
[flow/run.sh]
#!/bin/bash
# OpenROAD 26Q1-2900-gdf79404cd8, Yosys 0.63+post, stock flow scripts
make -C /OpenROAD-flow-scripts/flow DESIGN_CONFIG=/design/flow/config.mk WORK_HOME=/design/flow/orfs finish
[flow/config.mk]
export PLATFORM = sky130hd
export DESIGN_NAME = varshift
export DESIGN_NICKNAME = varshift
export VERILOG_FILES = /design/flow/design.v
export SDC_FILE = /design/flow/constraint.sdc
export NUM_CORES = 4
export LEC_CHECK = 1
export CORE_UTILIZATION = 40
[flow/constraint.sdc]
current_design varshift

set clk_period 24.8
set clk_io_pct 0.2

create_clock -name clk0 -period $clk_period

set non_clock_inputs [all_inputs -no_clocks]
set_input_delay [expr $clk_period * $clk_io_pct] -clock clk0 $non_clock_inputs
set_output_delay [expr $clk_period * $clk_io_pct] -clock clk0 [all_outputs]
==> run_results.csv <==
group,metric,value,unit
power,peakVddDrop,0.0265,mV
timing,slew_violations,0,
global_route,grt_overflow,0,
synth,syn_inst,1497,
synth,yosysWarnings,1,
worst_setup_path,slowest_stage,"o21ai_0",
timing,period_minus_slack,14.79,ns
synth,netlist_area,9800,um2
routing,avgRoutedWirePerCell,31.7,um
global_route,grtUsageMet1,61.4,%
routing,wirelength,60.3,mm
timing,final-hold-violation-count,0,
worst_setup_path,worstPathMaxFanout,62,
floorplan,rows,56,
run_status,status,"complete, no violations",
routing,first_pass_iters,7,
floorplan,pin_count,193,
floorplan,die_x,159,um
placement,io_buffer_count,193,
synth,syn_area_per_cell,6.54,um2
placement,dp_cells,1900,
timing,fmax,67.6,MHz
power,p_per_area,22.4,nW/um2
routing,drtIter0Drc,2371,
cts,cts_resized,0,
global_route,met2_usage,71.0,%
cts,holdBufCountCts,0,
worst_setup_path,cp_num_buf_inv,4,
synth,synth.distinct_cells,82,
layout,ff_count,0,
timing,rsz0062_at_grt,"no",
worst_setup_path,critPathCaptureType,"primary output",
worst_setup_path,cp.arrival,9.83,ns
power,p_total,261,uW
cts,postCtsSetupBuffers,0,
synth,yosys_area,9800,um2
global_route,grt_antenna_before_repair,2,
timing,setup_tns,0,ns
worst_setup_path,cp_cell_sequence,"buf_6 > buf_4 > buf_4 > mux2i_1 > mux2i_1 > o21ai_0 > nand2_1 > o21ai_0 > o2bb2a_1 > o22ai_1 > or3_1 > clkdlybuf4s50_1",
floorplan,fp_util,41.2,%
layout,logic_area,8970,um2
power,p_leak,0.00441,uW
global_route,grt_max_degree,73,
worst_setup_path,critPathTopFamily,"buffers and inverters",
routing,diodes,0,
global_route,busiest_layer,"met2",
layout,nClkBuffers,0,
routing,ant_nets,0,
worst_setup_path,crit_path_start_kind,"input pin",
placement,dpl.hpwl,46.4,mm
global_route,grt_pass1_wl,85.2,mm
run,tool_warnings,32,
synth,ys_seq_share,0,%
worst_setup_path,slowest_delay,0.90,ns
placement,gp_congestion,1.13,
routing,vias,13700,
global_route,use_met3,14.1,%
worst_setup_path,crit_type,"in -> out",
layout,final_cells,1900,
floorplan,die_area,25100,um2
routing,routed_via_density,7.20,
global_route,grt_pass1_vias,12400,
layout,ff_latch_area,0,um2
layout,syn2layout_area_growth,18.9,%
timing,finalSetupViolCount,0,
run,cap_viol_max_count,0,
floorplan,core,23800,um2
layout,fillers,2373,
global_route,grt_use_total,48.3,%
timing,worst_slew_pin_slew,1.11,ns
timing,finalCritPeriodShare,59.6,%
worst_hold_path,hp-class,"in -> out",
timing,relSlewSlack,25.3,%
layout,layout-drive-gt1-share,12.1,%
timing,whs,11.02,ns
synth,yosys-stat-cells,1497,
floorplan,die_h,159,um
routing,drc,0,
worst_setup_path,required,19.84,ns
-- synthesized netlist by cell type (4+ instances only) --
master,instances,share of area (%)
o21a_1,10,0.77
and2_1,6,0.38
nor4_1,16,1.0
a21o_1,12,0.92
a311oi_1,5,0.45
a221o_1,4,0.41
o221ai_1,10,0.89
nand4_1,8,0.51
a21oi_1,130,6.6
mux2i_1,165,17
o311ai_0,6,0.54
nor3_1,38,1.9
buf_1,12,0.46
mux4_2,27,6.2
nor2b_1,4,0.26
a22oi_1,11,0.84
mux2_2,85,9.8
o22ai_1,27,1.7
nor2_1,201,7.7
buf_4,18,1.4
nand2_1,175,6.7
a31oi_1,17,1.1
a221oi_1,7,0.63
a41oi_1,4,0.36
a211o_1,17,1.5
buf_2,43,2.2
o31ai_1,9,0.69
o21ai_0,135,6.9
a2111oi_0,5,0.45
o211ai_1,36,2.8
o21ai_1,9,0.46
nand3_1,31,1.6
buf_6,12,1.4
or2_2,8,0.51
clkbuf_1,64,2.5
o2111ai_1,6,0.54
nand2b_1,11,0.70
or3_1,7,0.45
a211oi_1,31,2.4
inv_1,11,0.42
-- worst min-delay path, cell delays in order --
cell	delay, ns
buf_4	0.22
nor2_1	0.18
a21oi_1	0.09
a21oi_1	0.13
nand2_1	0.07
clkdlybuf4s50_1	0.41
-- area by class of cell --
type	count	area share [%]
multi-input combinational	1334	77.0
timing repair buffer	233	19.1
tap	319	3.43
inverter	14	0.462
-- path summary, 6_finish.rpt --
path | from | endpoint | slack, ns | cells after the start
worst max-delay path | varshift_i2[1] | varshift_o[28] | 10.01 | 12
worst min-delay path | varshift_i2[3] | varshift_o[42] | 11.02 | 6
-- per-layer routing --
metal	part of all wire, %	vias up
li1	-	5872
met1	37	6302
met2	41	1216
met3	13	280
met4	8.4	4
met5	0.046	-
-- where the power goes --
group          internal (uW)  leakage (uW)  switching, uW
Combinational           99.9       0.00441            161
Clock                      0             0              0
Sequential                 0             0              0
Total                   99.9       0.00441            161
-- cells by family after synthesis --
logic type | Yosys count | synth area share (%)
AND-OR/OR-AND | 533 | 35.2
buffers and inverters | 163 | 8.40
multiplexers | 277 | 32.8
AND/OR/NAND/NOR | 524 | 23.5
-- cells in the final DEF, fill, tap and decap left out, drive strengths merged, types with 6 or more instances in the layout --
master         count
a211o             17
a211oi            32
a21o              12
a21oi            131
a221oi             8
a22oi             11
a31oi             17
and2               6
buf               45
clkdlybuf4s50    188
inv               12
mux2              85
mux2i            165
mux4              27
nand2            177
nand2b            11
nand3             32
nand4              8
nor2             203
nor3              41
nor4              16
o2111ai            6
o211ai            36
o21a              10
o21ai            147
o221ai            10
o22ai             27
o311ai             9
o31ai              9
or2                9
or3                8
-- stage by stage --
step                area, um2  util, %  setup WS (ns)
floorplan                9800        -          13.00
global placement        11600     49.0          10.38
detailed placement      11600     49.0          10.31
CTS                     11600     49.0          10.30
global route            11600     49.0           9.89
finish                  11600     49.0          10.01
Power is estimated from default activity; no workload was simulated.

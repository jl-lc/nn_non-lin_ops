$ cat ./run.sh
#!/bin/bash
# OpenROAD 26Q1-2900-gdf79404cd8, Yosys 0.63+post, stock flow scripts
make -C /OpenROAD-flow-scripts/flow DESIGN_CONFIG=/design/flow/config.mk WORK_HOME=/design/flow/orfs finish
$ cat ./config.mk
export PLATFORM = sky130hd
export DESIGN_NAME = mult
export DESIGN_NICKNAME = mult
export VERILOG_FILES = /design/flow/design.v
export SDC_FILE = /design/flow/constraint.sdc
export NUM_CORES = 4
export LEC_CHECK = 1
export CORE_UTILIZATION = 30
$ cat ./constraint.sdc
current_design mult

set clk_period 21.1
set clk_io_pct 0.2

create_clock -name clk0 -period $clk_period [get_ports {clk}]

set non_clock_inputs [all_inputs -no_clocks]
set_input_delay [expr $clk_period * $clk_io_pct] -clock clk0 $non_clock_inputs
set_output_delay [expr $clk_period * $clk_io_pct] -clock clk0 [all_outputs]
$ cat ./design.v
module mult #(
  parameter WIDTH=64
) (
  input  logic clk, rst,
  input  logic in_valid,
  input  logic [WIDTH-1:0] mult_i1, mult_i2,
  output logic [WIDTH-1:0] mult_o,
  output logic out_valid
);
  logic [WIDTH-1:0] mult_r1;
  logic valid_r1, valid_r2;
  always_ff @(posedge clk) begin
    if (rst) begin
      mult_r1 <= 0;
      mult_o  <= 0;
    end else if (in_valid) begin  
      mult_r1 <= $signed(mult_i1) * $signed(mult_i2);
      mult_o  <= mult_r1;
    end else begin
      mult_r1 <= mult_r1;
      mult_o  <= mult_o;
    end
  end
  always_ff @(posedge clk) begin
    if (rst) begin
      valid_r1  <= 0;
      out_valid <= 0;
    end else begin
      valid_r1  <= (valid_r1 || out_valid) ? 0 : in_valid;
      out_valid <= valid_r1;
    end
  end
endmodule
==> Changelog: implementation <==
### Implementation results

- CP dominant cell by count: fa_1
- Clock Pin Slew Worst Setup and Hold Paths: 0.07 ns
- Yosys warnings: 1
- Residual DRC: 0
- Clk latency of the worst-skew pair: ~0.43 ns
- Initial drt markers: about 1900
- Cell Count, Final, Fillers Out: about 10000
- DRT Pass-1 Iters: 5
- Status: completed
- Cell Rows: roughly 180
- Fin. Hold Viols: 0
- Actual slew at the worst max-slew pin: around 1.1 ns
- XOR/XNOR Area Share: roughly 2.3%
- H-Tree Level Count: 4
- Ys async rst share: 0%
- WS Path Type: input pin to flop
- Final worst path period share: approximately 65%
- Clock Skew: roughly 0.014 ns
- Rel. slew slack: 23.9%
- Core area: approximately 230000 um^2
- CP peak stage delay: ~0.90 ns
- F_max: approximately 73 MHz
- Mapped Area: approximately 68000 um^2
- Die Y: 480 um
- Critical path buffers and inverters: 7
- Worst Path Max Fanout: 27
- # IOs: ~200
- # placed instances: 10400
- Wire length per cell: around 20 um
- Die Area: ~230000 um^2
- Gp weighted congestion: about 0.94
- Vias in the first global route: roughly 55000
- Slew Viols, Final: 0
- CTS tree: built
- CP Capture Type: flop
- Seq share, synth: ~3.8%
- Hold WS: 0.416 ns
- Cell family with most CP delay: adder cells
- HPWL after DPL: ~170 mm
- Post-synthesis chip area from yosys: around 70000 um^2
- Vias per cell: approximately 4.6
- Simple share: ~17%
- Hold_buf cts: 0
- #FFs+latches synth: 130
- Final setup viols: 0
- Post-synthesis cell type count: between 50 and 60
- Adders+Majority by Area: about three fifths
- RSZ-0062 raised after global routing: no
- Post-CTS Resized: 0
- Global Route Usage Sum: between 20 and 25%
- Via count: around 48000
- Largest net degree at the start of global routing: 77
- Synthesized area per cell: between 9 and 10 um^2
- Fp util: between 30% and 40%
- Syn Inst Count: approximately 7500
- Synth mux share: 1.68%
- CTS Root Cell: clkbuf_16
- GR Overflow Total: 0
- Setup TNS: 0 ns
- CP required: about 21 ns
- DRT Wirelength: 213 mm
- Dominant comb cell: adder cells
- Prevailing post-synth register cell: dfxtp_1
- EDFF count, synth: 0
- Worst min path class: flop to flop
- Yosys Instances: around 7500
- Critical Path Start Type: input pin
- Period minus WS final: around 14 ns
- Max-Cap Viols: 0
- Antenna viol nets, final: 0
- TritonCTS Buffers: 17
- Pre-CTS WS: roughly 7 ns
- First-pass GRT wire length: roughly 330 mm
- Slowest-stage cell, CP: clkdlybuf4s50_1
- Area grow syn2layout: 7.75%
- Arrival time at the worst endpoint: between 10 and 15 ns
- Setup bufs post-CTS: 0
- OpenROAD warnings: 25
- Die width: ~480 um
- Aoi share: under 10%
- Clk buf depth: 2
- Final WS setup: 7.47 ns
- Initial antenna violation count: 4
- Share of post-route cells with drive strength above 1: under 10%
- CTS sink cnt: 130
- IO Port Bufs: roughly 200
## stage by stage
step	utilization (%)	instance area (um^2)
finish	32.5	73800
global route	32.5	73800
CTS	32.5	73800
detailed placement	32.3	73200
global placement	32.3	73200
floorplan	-	68500
## logic make-up (layout without fill, tap and decap cells)
| family | count (synthesis) | count (layout) |
|---|---|---|
| DFF | 130 | 130 |
| buffers and inverters | 2351 | 2251 |
| and+or+nand+nor | 2347 | 2347 |
| xor gates and xnor gates | 183 | 183 |
| adders and majority gates | 2204 | 2204 |
| other | 0 | 6 |
| muxes | 115 | 115 |
| AOI/OAI and AO/OA | 206 | 206 |
## layout by cell type, fill, tap and decap left out, types with 5 or more instances in the layout
master / Yosys / final
xor2_1: 45 / 45
diode_2: 0 / 6
clkdlybuf4s50_1: 0 / 151
ha_1: 371 / 371
o21ai_1: 18 / 18
nand2_1: 1093 / 1093
o21a_1: 13 / 13
a21oi_1: 67 / 67
and2_1: 1039 / 1039
dfxtp_1: 130 / 130
o21bai_1: 11 / 11
a211oi_1: 12 / 12
inv_1: 1900 / 1900
nor2_1: 147 / 147
clkbuf_16: 0 / 17
mux2i_1: 115 / 115
fa_1: 1833 / 1833
clkinv_4: 0 / 5
buf_4: 0 / 126
a21o_1: 31 / 31
nand3_1: 8 / 8
nor2b_1: 13 / 13
nor3_1: 6 / 6
nand4_1: 12 / 12
nand2b_1: 9 / 9
o21ai_0: 16 / 16
xnor2_1: 138 / 138
and3_1: 7 / 7
buf_2: 4 / 42
## final cells by class
| cell class | instances | area, um^2 |
|---|---|---|
| clock inverter | 13 | 131 |
| fill | 22900 | 153000 |
| multi-input combinational | 5055 | 57000 |
| tap | 3009 | 3760 |
| timing repair buffer | 320 | 2680 |
| inverter | 1900 | 7130 |
| antenna | 6 | 15.0 |
| clock buffer | 18 | 429 |
| sequential | 130 | 2600 |
## per-layer routing
layer  up-vias  part of all wire [%]  GRT usage (%)
met2      2021                    50           33.3
li1      20900                     -              -
met5         -                     0          0.704
met4         0                   4.8           7.50
met1     24800                    36           24.4
met3       349                   9.1           7.83
## final timing paths
kind,depth (start not counted),end,slack (ns),start
setup reg to reg,2,mult_r1[63]$_SDFFE_PP0P_,20.28,mult_r1[63]$_SDFFE_PP0P_
setup / recovery,30,mult_r1[59]$_SDFFE_PP0P_,7.47,mult_i1[32]
hold / removal,1,valid_r1$_SDFF_PP0_,0.42,valid_r1$_SDFF_PP0_
hold reg to reg,1,valid_r1$_SDFF_PP0_,0.42,valid_r1$_SDFF_PP0_
## sequential cells by signal, indices dropped and copies added (netlist names)
| signal | count |
|---|---|
| mult_o | 64 |
| mult_r1 | 64 |
| out_valid | 1 |
| valid_r1 | 1 |
## synth_stat cells (all sizes together) (2+ instances only)
library cell	instances	area share [%]
a211oi	12	0.13
a21boi	2	0.022
a21o	31	0.34
a21oi	70	0.54
a221oi	2	0.044
a311oi	2	0.026
a31oi	3	0.027
and2	1039	9.5
and3	8	0.080
and4	4	0.058
and4b	2	0.029
buf	17	0.12
clkbuf	434	2.4
dfxtp	130	3.8
fa	1833	54
ha	371	6.8
inv	1900	10
mux2i	115	1.7
nand2	1093	6.0
nand2b	9	0.082
nand3	9	0.073
nand4	12	0.11
nor2	147	0.81
nor2b	13	0.12
nor3	6	0.044
o2111ai	4	0.051
o211ai	4	0.044
o21a	13	0.14
o21ai	35	0.26
o21bai	12	0.14
o221ai	3	0.047
o22ai	4	0.037
or2	2	0.018
or3	2	0.018
xnor2	138	1.8
xor2	45	0.58

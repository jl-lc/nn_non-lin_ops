**design/flow/design.v**
```verilog
module add #(
  parameter WIDTH=64
) (
	input  logic addsub,
  input  logic [WIDTH-1:0] add_i1, add_i2,
  output logic [WIDTH-1:0] add_o
);
  always_comb add_o = addsub ? $signed(add_i1 - add_i2) : $signed(add_i1 + add_i2);
endmodule
```
**design/flow/run.sh**
```bash
#!/bin/bash
# OpenROAD 26Q1-2900-gdf79404cd8, Yosys 0.63+post, stock flow scripts
make -C /OpenROAD-flow-scripts/flow DESIGN_CONFIG=/design/flow/config.mk WORK_HOME=/design/flow/orfs finish
```
**design/flow/config.mk**
```make
export PLATFORM = sky130hd
export DESIGN_NAME = add
export DESIGN_NICKNAME = add
export VERILOG_FILES = /design/flow/design.v
export SDC_FILE = /design/flow/constraint.sdc
export NUM_CORES = 4
export LEC_CHECK = 1
export CORE_UTILIZATION = 50
```
**design/flow/constraint.sdc**
```tcl
current_design add

set clk_period 31.8
set clk_io_pct 0.2

create_clock -name clk0 -period $clk_period

set non_clock_inputs [all_inputs -no_clocks]
set_input_delay [expr $clk_period * $clk_io_pct] -clock clk0 $non_clock_inputs
set_output_delay [expr $clk_period * $clk_io_pct] -clock clk0 [all_outputs]
```
==> changes_impl.md <==
### Metrics

* Worst path cell trace: clkdlybuf4s50_1, or3_1, nor4_2, and2_1, and2_0, nor2b_1, a21oi_1, xnor2_1, ha_1, nand2_1, nor2_1, a41oi_1, a31oi_1, nor3_1, a21o_1, a2111oi_0, or3_1, xor2_1, clkdlybuf4s50_1
* Ports at about 190
* Synth Area in Compound Gates at 0.315
* Sequential cell count at 0
* Drc violations at 0
* Layout cell share with drive strength beyond 1 at 0.0156
* Routed Antenna Nets at 0
* First-pass DRT Iterations at 7
* Cell type with the largest total area: xnor2_1
* DIE AREA at ~11000 um2
* Crit path arrival time at ~12000 ps
* Syn. warnings at 1
* Via count at between 6000 and 7000
* GPL Wtd Cong at 1.02
* Antenna violations before repair at 0
* Pre-CTS setup slack at about 14000 ps
* Post-CTS sizing at 0
* Logic family by area: AND-OR/OR-AND gates
* Final worst slack at roughly 14000 ps
* Slowest CP cell: clkdlybuf4s50_1
* CP required at 25440 ps
* Die Wd at around 100 um
* Pleak at 2.82 nW
* Clock network power share at 0
* Tmin final at between 15000 and 20000 ps
* Fmax at about 55 MHz
* Top cells by area: xnor2_1, ha_1, a21oi_1
* MUX share of area at 0.00385
* Critical Path Fanout Max at 7
* Avg Inst Size Synth at between 6 and 7 um2
* Post-CTS Setup Inserts at 0
* Final period utilization at 0.574
* Core area at 9910 um2
* HP Class: in2out
* Detailed Route WL at roughly 18000 um
* Max-Cap Viols at 0
* Layout clock buffer count at 0
* Reg power frac at 0
* Least-Margin Pin Slew at 912 ps
* Pwr dens at 28.9 nW/um2
* Area taken by flip-flops and latches at 0 um2
* Status: finished, final reports clean
* Final tally of hold violations at 0
* Post-Syn Area at 5200 um2
* DR iter-0 viols at 464
* YS chip area at roughly 5200 um2
* CTS hold repair buffers at 0
* Yosys top cell area share at 0.155
* Via/cell ratio at between 6 and 7
* Gr usage total at 0.332
* Number of cells in Yosys stat at ~800
* RSZ-0062 raised after global routing: false
* Grt ovf at 0
* Buffers on Ports at around 190
* Slew Viols, Final at 0
* Setup TNS at 0 ps
* Ant. Diodes at 0
* XOR/XNOR Area Share at 0.207
* Init Core Util at 0.525
* Synth Instances at about 800
* Final setup violation count at 0
* WL/cell at between 15 and 20 um
* Internal at around 0.11 mW
* Net Sw Frac at 0.457
* Crit path kind: in2out
* Area grow syn2layout at 38.1%
* First-pass GRT wire length at about 30000 um
* Log Warnings at 33
* Maximum vdd ir drop at 24.1 uV
* Placement Rows at 36
* Synth Seq Share at 0
* Sw Pwr at ~0.095 mW
* CP Launch Type: input port
* Slew HR at 0.384
* Via count of the first global-routing pass at between 6000 and 7000
* Crit. End Element: output pin
* Simple Share, Synth at 0.268
* Count of cell types in the netlist at just under 60
* Die Height at approximately 100 um
* Combinational share of power at 1.000
* Detail Placement HPWL at approximately 16000 um
* Largest net degree at the start of global routing at between 60 and 70
* Yosys adder share at 0.158
* Max incr delay on CP at 490 ps
-- through the flow --
step | instance area (um2) | std cells | hold WS (ps) | power (mW) | utilization
finish | 7180 | 1096 | 13770 | 0.207 | 0.725
global placement | 7180 | 1096 | 13780 | 0.204 | 0.725
detailed placement | 7180 | 1096 | 13790 | 0.204 | 0.725
floorplan | 5200 | 800 | 12830 | 0.106 | -
global route | 7180 | 1096 | 13810 | 0.226 | 0.725
CTS | 7180 | 1096 | 13790 | 0.205 | 0.725
-- power groups by stage --
stage | Combinational, mW | Sequential (mW) | Clock (mW)
CTS | 0.205 | 0 | 0
finish | 0.207 | 0 | 0
global route | 0.226 | 0 | 0
-- metal layers --
metal,wire length [um],vias up,GRT usage
met5,0,-,0
met4,591,0,0.0980
met3,1450,50,0.0402
met2,8010,324,0.540
met1,8040,2968,0.459
li1,-,3278,-
-- logic make-up (layout without fill, tap and decap cells) --
logic type,count (synthesis),count (layout)
compound gates,259,259
xor+xnor,123,123
fa+ha+maj,65,65
buf+inv,65,228
mux,2,2
simple gates,286,286
-- cell usage after synthesis, types with 8 or more instances --
master      n
ha_1       64
clkbuf_1   28
o211ai_1   11
nor4_1     13
xor2_1     31
xnor2_1    92
nand3_1    15
o21bai_1   13
a21o_1     25
o21ai_0    39
o21a_1     12
nor3_1     29
or3_1       9
a31oi_1    21
nand2b_1    8
nor2_1     85
nand4_1    18
nand2_1    70
inv_1      33
a21oi_1   100
and2_1     10
-- layout make-up --
| class | instances | area, um2 |
|---|---|---|
| Multi-Input combinational cell | 735 | 4950 |
| Fill cell | 770 | 2730 |
| Timing Repair Buffer | 195 | 1940 |
| Inverter | 33 | 124 |
| Tap cell | 133 | 166 |
-- path summary, 6_finish.rpt --
path / startpoint / endpoint / slack (ps) / depth (start not counted)
min: add_i1[0] / add_o[0] / 13770 / 5
max: add_i2[5] / add_o[60] / 13540 / 19
-- placed cells by master, fill, tap and decap left out, types with 4 or more instances in the layout --
master / instances
nand2b_1: 8
o21bai_1: 13
nor2b_1: 5
nor3b_1: 5
a21oi_1: 100
ha_1: 64
and3_1: 6
clkdlybuf4s50_1: 192
nand4_1: 18
or3_1: 9
and2_1: 10
o21ai_0: 39
nor2_1: 85
o21a_1: 12
nor4_1: 13
nor3_1: 29
a31oi_1: 21
nand2_1: 70
xor2_1: 31
o211ai_1: 11
xnor2_1: 92
a21o_1: 25
a41oi_1: 5
nand3_1: 15
o31ai_1: 4
inv_1: 33
-- critical path: cells and delay by family --
| family | cells | cell delay, ps |
|---|---|---|
| AOI/OAI and AO/OA | 5 | 1380 |
| xor gates and xnor gates | 2 | 340 |
| adders and majority gates | 1 | 380 |
| buffers and inverters | 2 | 930 |
| and+or+nand+nor | 9 | 2500 |
Power figures rest on the tool's default switching activity, not on a simulated workload.
